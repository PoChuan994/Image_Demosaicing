===== flow/design.v =====
module demosaic(clk, reset, in_en, data_in, wr_r, addr_r, wdata_r, rdata_r, wr_g, addr_g, wdata_g, rdata_g, wr_b, addr_b, wdata_b, rdata_b, done);
input clk;
input reset;
input in_en;
input [7:0] data_in;
output reg wr_r;
output reg [13:0] addr_r;
output reg [7:0] wdata_r;
input [7:0] rdata_r;
output reg wr_g;
output reg [13:0] addr_g;
output reg [7:0] wdata_g;
input [7:0] rdata_g;
output reg wr_b;
output reg [13:0] addr_b;
output reg [7:0] wdata_b;
input [7:0] rdata_b;
output reg done;
parameter [3:0] GETDATA = 'd0,
                SETTING = 'd1,
                RESET = 'd2,
                GREEN_BLOCK1_GETDATA = 'd3,
                GREEN_BLOCK2_GETDATA = 'd4,
                RED_BLOCK_GETDATA = 'd5,
                BLUE_BLOCK_GETDATA = 'd6,
                WRITE_MEMORY = 'd7,
                RESULT = 'd8;
reg [3:0] state, nextstate;
reg [13:0] center;   
reg [2:0] counter;   
wire [6:0] cx_add1, cx_minus1, cy_add1, cy_minus1;
assign cx_add1 =  center[6:0] + 7'd1;
assign cx_minus1 =  center[6:0] - 7'd1;
assign cy_add1 =  center[13:7] + 7'd1;
assign cy_minus1 =  center[13:7] - 7'd1;
reg [15:0] r_tmp, g_tmp, b_tmp;
always @(*) begin
    case (state)
        GETDATA: nextstate = (center==16383)? SETTING : GETDATA;
        SETTING: nextstate = RESET;
        RESET:begin
            case ({center[7],center[0]})
                'b00: nextstate = GREEN_BLOCK1_GETDATA;
                'b11: nextstate = GREEN_BLOCK2_GETDATA;
                'b01: nextstate = RED_BLOCK_GETDATA;
                'b10: nextstate = BLUE_BLOCK_GETDATA;
                default: nextstate = GREEN_BLOCK1_GETDATA;
            endcase
        end
        GREEN_BLOCK1_GETDATA: nextstate = (counter<='d1)? GREEN_BLOCK1_GETDATA : WRITE_MEMORY;
        GREEN_BLOCK2_GETDATA: nextstate = (counter<='d1)? GREEN_BLOCK2_GETDATA : WRITE_MEMORY;
        RED_BLOCK_GETDATA: nextstate = (counter<='d3)? RED_BLOCK_GETDATA : WRITE_MEMORY;
        BLUE_BLOCK_GETDATA: nextstate = (counter<='d3)? BLUE_BLOCK_GETDATA : WRITE_MEMORY;
        WRITE_MEMORY: nextstate = (center<='d16253)? RESET : RESULT;
        RESULT: nextstate = RESULT;
        default: nextstate = GETDATA;
    endcase
end
always @(posedge clk or posedge reset) begin
    if (reset) begin
        state <= GETDATA;
    end else begin
        state <= nextstate;
    end
end
always @(posedge clk or posedge reset) begin
    if (reset) begin
        wr_r <= 0;
        wr_g <= 0;
        wr_b <= 0;
        addr_r <= 0;
        addr_g <= 0;
        addr_b <= 0;
        wdata_r <= 0;
        wdata_g <= 0;
        wdata_b <= 0;
        center <= 0;
        done <= 0;
    end else begin
        case (state)
            GETDATA: begin
                if (in_en) begin
                    center <= center + 1;
                    case ({center[7],center[0]})
                        'b00, 'b11: begin
                            wr_r <= 0;
                            wr_g <= 1;
                            wr_b <= 0;
                            addr_g <= center;
                            wdata_g <= data_in;
                        end
                        'b01: begin
                            wr_r <= 1;
                            wr_g <= 0;
                            wr_b <= 0;
                            addr_r <= center;
                            wdata_r <= data_in;
                        end
                        'b10: begin
                            wr_r <= 0;
                            wr_g <= 0;
                            wr_b <= 1;
                            addr_b <= center;
                            wdata_b <= data_in;
                        end
                    endcase
                end
            end
            SETTING: center <= 129;
            RESET: begin
                r_tmp <= 0;
                g_tmp <= 0;
                b_tmp <= 0;
                counter <= 0;
                wr_r <= 0;
                wr_g <= 0;
                wr_b <= 0;
            end
            GREEN_BLOCK1_GETDATA: begin
                counter <= counter + 1;
                if (counter<=1) begin
                    case (counter)
                        'd0: begin
                            addr_r <= {center[13:7], cx_minus1};
                            addr_b <= {cy_minus1, center[6:0]};
                        end
                        'd1: begin
                            addr_r <= {center[13:7], cx_add1};
                            addr_b <= {cy_add1, center[6:0]};
                        end
                    endcase
                end
                if (counter>=1) begin
                    r_tmp <= r_tmp + rdata_r;
                    b_tmp <= b_tmp + rdata_b;
                end
            end
            GREEN_BLOCK2_GETDATA: begin
                counter <= counter + 1;
                if (counter<=1) begin
                    case (counter)
                        'd0: begin
                            addr_r <= {cy_minus1, center[6:0]};
                            addr_b <= {center[13:7], cx_minus1};
                        end
                        'd1: begin
                            addr_r <= {cy_add1, center[6:0]};
                            addr_b <= {center[13:7], cx_add1};
                        end
                    endcase
                end
                if (counter>=1) begin
                    r_tmp <= r_tmp + rdata_r;
                    b_tmp <= b_tmp + rdata_b;
                end
            end
            RED_BLOCK_GETDATA: begin
                counter <= counter + 1;
                if (counter<=3) begin
                    case (counter)
                        'd0: begin
                            addr_g <= {cy_minus1, center[6:0]};
                            addr_b <= {cy_minus1, cx_minus1};                        
                        end
                        'd1: begin
                            addr_g <= {center[13:7], cx_minus1};
                            addr_b <= {cy_minus1, cx_add1};
                        end
                        'd2: begin
                            addr_g <= {center[13:7], cx_add1};
                            addr_b <= {cy_add1, cx_minus1};
                        end
                        'd3: begin
                            addr_g <= {cy_add1, center[6:0]};
                            addr_b <= {cy_add1, cx_add1};
                        end
                    endcase
                end
                if(counter>=1) begin
                    g_tmp <= g_tmp + rdata_g;
                    b_tmp <= b_tmp + rdata_b;
                end
            end
            BLUE_BLOCK_GETDATA: begin
                counter <= counter + 1;
                if (counter<=3) begin
                    case (counter)
                        'd0: begin
                            addr_r <= {cy_minus1, cx_minus1};
                            addr_g <= {cy_minus1, center[6:0]};
                        end
                        'd1: begin
                            addr_r <= {cy_minus1, cx_add1};
                            addr_g <= {center[13:7], cx_minus1};
                        end
                        'd2: begin
                            addr_r <= {cy_add1, cx_minus1};
                            addr_g <= {center[13:7], cx_add1};
                        end
                        'd3: begin
                            addr_r <= {cy_add1, cx_add1};
                            addr_g <= {cy_add1, center[6:0]};
                        end
                    endcase
                end
                if (counter>=1) begin
                    r_tmp <= rdata_r + r_tmp;
                    g_tmp <= rdata_g + g_tmp;
                end
            end
            WRITE_MEMORY: begin
                if (center[6:0]!=126) begin
                    center <= center + 1;
                end else begin
                    center <= center + 3;
                end
                addr_r <= center;
                addr_g <= center;
                addr_b <= center;
                case ({center[7], center[0]})
                    'b00, 'b11: begin
                        wr_r <= 1;
                        wr_g <= 0;
                        wr_b <= 1;
                        wdata_r <= r_tmp[8:1];
                        wdata_b <= b_tmp[8:1];
                    end
                    'b01: begin
                        wr_r <= 0;
                        wr_g <= 1;
                        wr_b <= 1;
                        wdata_g <= g_tmp[9:2];
                        wdata_b <= b_tmp[9:2];
                    end
                    'b10: begin
                        wr_r <= 1;
                        wr_g <= 1;
                        wr_b <= 0;
                        wdata_r <= r_tmp[9:2];
                        wdata_g <= g_tmp[9:2];
                    end
                endcase
            end
            RESULT: begin
                done <= 1;
            end
        endcase
    end
end
endmodule

===== flow/run.sh =====
#!/bin/bash
# OpenROAD 26Q1-2900-gdf79404cd8, Yosys 0.63+post, stock flow scripts
make -C /OpenROAD-flow-scripts/flow DESIGN_CONFIG=/design/flow/config.mk WORK_HOME=/design/flow/orfs finish

===== flow/config.mk =====
export PLATFORM = sky130hd
export DESIGN_NAME = demosaic
export DESIGN_NICKNAME = demosaic
export VERILOG_FILES = /design/flow/design.v
export SDC_FILE = /design/flow/constraint.sdc
export NUM_CORES = 4
export LEC_CHECK = 1
export CORE_UTILIZATION = 30

===== flow/constraint.sdc =====
current_design demosaic

set clk_period 9.7
set clk_io_pct 0.2

create_clock -name clk0 -period $clk_period [get_ports {clk}]

set non_clock_inputs [all_inputs -no_clocks]
set_input_delay [expr $clk_period * $clk_io_pct] -clock clk0 $non_clock_inputs
set_output_delay [expr $clk_period * $clk_io_pct] -clock clk0 [all_outputs]

==> impl_metrics.csv <==
group,metric,value,unit
die,num_rows,62,
placed_design,port_buffers,104,
power_and_ir_drop,p_leak,4.21,nW
critical_path,end_kind,"flip-flop",
logic_synthesis,synth.top_cell.area_share,25.7,%
cells_and_area,fin_area,10800,um^2
cells_and_area,drive_above_1_share,7.64,%
logic_synthesis,most_common_cell,"nor2_1",
die,core-area,29000,um^2
sta,fmax,0.265,GHz
grt,grt_pass1_vias,7853,
power_and_ir_drop,pwr_density_cell,115,nW/um^2
logic_synthesis,netlist_area,8960,um^2
power_and_ir_drop,clkPwrFrac,51.6,%
cts,cts_setup_buffers,0,
critical_path,startpoint_type,"input port",
flow_run,tool_warnings,36,
die,fp_util,30.9,%
critical_path,arrival,3.96,ns
critical_path,worstPathRequired,9.88,ns
grt,gr-usage-all-layers,18.8,%
routing,drt_wl_total,27.4,mm
logic_synthesis,top_area_cell,"dfrtp_1",
logic_synthesis,area_leaders,"dfrtp_1, edfxtp_1, ha_1",
logic_synthesis,yosys-stat-cells,1009,
routing,routed_via_density,5.59,
hold_path,worst_hold_path_type,"flip-flop to flip-flop",
routing,first_pass_iters,5,
cts,cts_root_buffer,"clkbuf_16",
sta,final_max_slew_viol_count,0,
logic_synthesis,yosys_warnings,1,
sta,slew_headroom,42.9,%
critical_path,path_max_fanout,3,
sta,worst_slew_pin_slew,0.848,ns
logic_synthesis,synthCells,1009,
cells_and_area,syn2layout_area_growth,21.0,%
power_and_ir_drop,p_seq_share,43.7,%
placed_design,placed_area,10300,um^2
outcome,outcome,"finished, final reports clean",
sta,grt_setup_unrepaired,"no",
flow_run,maxCapViolCount,0,
sta,report.final.setup_viol,0,
logic_synthesis,async_flop_share,73.8,%
cts,cts_num_sinks,126,
cts,holdBufCountCts,0,
grt,grt_pass1_wl,44.4,mm
power_and_ir_drop,internal_power,0.000943,W
power_and_ir_drop,p_switching,0.000306,W
critical_path,crit_path_max_incr_delay,0.48,ns
logic_synthesis,syn_area_per_cell,8.88,um^2
routing,antenna_cells,0,
sta,hold_viol,0,
power_and_ir_drop,switching_share,24.5,%
grt,antenna_found_initial,1,
cts,clk_pin_slew,0.07,ns
critical_path,critPathTopFamily,"AND-OR/OR-AND gates",
cts,numCtsBuffers,17,
die,chip_area,30600,um^2
critical_path,path_buffers,1,
critical_path,crit_chain,"clkdlybuf4s50_1 -> ha_1 -> a211oi_1 -> o21ai_0 -> a221oi_1 -> xor2_1 -> nor2_1",
routing,wl_per_cell,18.6,um
critical_path,path_class,"input port to flip-flop",
placed_design,post-dp-hpwl,19.7,mm
routing,drc,0,
placed_design,gp_congestion,0.926,
routing,drt_iter0_drc,736,
grt,grt_max_degree,49,
die,die_w,175,um
cts,cts_tree,"built",
logic_synthesis,ys_seq_share,37.0,%
cells_and_area,fillers,2928,
cts,ctsResizeCount,0,
sta,finalSetupTns,0,ns
logic_synthesis,synth.distinct_cells,81,
sta,fin_crit,3.78,ns
cts,htreeDepth,4,
die,die_y,175,um
routing,drtAntennaViolNets,0,
sta,worst_clock_skew,0.0122,ns
grt,overflow,0,
routing,via_count,8212,
logic_synthesis,common_cells,"nor2_1, dfrtp_1, nand2_1, a21oi_1, o21ai_0",
cts,clockBufferDepth,2,
power_and_ir_drop,combPwrFrac,4.8,%
critical_path,crit_slowest_cell,"a221oi_1",
cts,clock.latency.late_pin,0.43,ns
die,pin_count,105,
power_and_ir_drop,irDropWorstVdd,0.100,mV
logic_synthesis,edf_count,33,
logic_synthesis,synth-area-yosys,8960,um^2
logic_synthesis,ys.flop_type,"dfrtp_1",
sta,post-route-period-util,38.9,%
logic_synthesis,ys_ff,126,
-- power groups by stage --
stage | clock (W) | combinational, W | sequential, W
final | 0.000644 | 0.0000593 | 0.000545
after global routing | 0.000681 | 0.0000674 | 0.000545
after CTS | 0.000658 | 0.0000608 | 0.000545
-- layout by cell type, fill, tap and decap left out, drive strengths merged, types with 8 or more instances in the layout --
| cell type | count |
|---|---|
| nand2b | 17 |
| a21oi | 58 |
| o31ai | 8 |
| nor2 | 96 |
| inv | 35 |
| and3 | 10 |
| nor2b | 17 |
| a22oi | 8 |
| o22ai | 9 |
| edfxtp | 33 |
| dfrtp | 92 |
| a221oi | 11 |
| o21ai | 78 |
| a211oi | 32 |
| a221o | 8 |
| a21o | 29 |
| o221ai | 17 |
| o211ai | 8 |
| xnor2 | 10 |
| mux2i | 37 |
| nand3 | 21 |
| ha | 40 |
| nand2 | 67 |
| clkdlybuf4s50 | 104 |
| buf | 21 |
| or3 | 10 |
| nor3 | 43 |
| clkbuf | 18 |
| a31oi | 16 |
| and2 | 8 |
| or2 | 10 |
-- layer usage --
layer	global-route usage, %	share of wire, %
met3	3.95	6.8
met4	2.36	1.3
met1	28.1	45
met5	0	0.040
met2	29.2	47
-- final cells by class --
type | instances | area [um^2] | area share (%)
sequential | 126 | 3320 | 30.6
clock inverter | 14 | 146 | 1.35
multi-input combinational | 774 | 5150 | 47.5
tap | 384 | 480 | 4.43
clock buffer | 18 | 439 | 4.05
timing repair buffer | 125 | 1200 | 11.1
inverter | 29 | 111 | 1.03
-- worst paths after layout --
check / start / to / slack, ns / cells after the start
setup / recovery: rdata_g[1] / g_tmp[7]$_SDFFCE_PP0P_ / 5.92 / 7
hold / removal: state[1]$_DFF_PP0_ / done$_DFFE_PP0P_ / 0.47 / 1
setup reg to reg: center[7]$_DFFE_PP0P_ / addr_r[6]$_DFFE_PP0P_ / 6.53 / 8
hold reg to reg: state[1]$_DFF_PP0_ / done$_DFFE_PP0P_ / 0.47 / 1
max in group asynchronous: reset / addr_g[2]$_DFFE_PP0P_ / 6.54 / 3
min in group asynchronous: reset / wdata_g[0]$_DFFE_PP0P_ / 2.09 / 2
-- logic make-up (layout without fill, tap and decap cells) --
family	after synthesis	in the layout	share of synthesized area (%)
mux	37	37	4.13
compound gates	351	351	27.2
simple gates	326	326	18.3
flops	126	126	37.0
buf+inv	109	186	5.50
xor+xnor	17	17	1.66
fa+ha+maj	43	43	6.25
-- stage by stage --
stage / cells / hold slack [ns] / util, % / setup slack (ns) / total power (W)
2_1_floorplan: 1009 / 0.410 / - / 5.34 / 0.000587
3_3_place_gp: 1438 / 0.454 / 35.4 / 5.58 / 0.000615
3_5_place_dp: 1438 / 0.453 / 35.4 / 5.53 / 0.000616
4_1_cts: 1470 / 0.471 / 37.4 / 5.98 / 0.00126
5_1_grt: 1470 / 0.494 / 37.4 / 5.78 / 0.00129
6_report: 1470 / 0.468 / 37.4 / 5.92 / 0.00125
-- registers in the layout (all words and copies together), names as in the netlist, 3 cells and up --
register	count
addr_b	14
addr_g	14
addr_r	14
b_tmp	10
center	14
counter	3
g_tmp	10
r_tmp	10
state	9
wdata_b	8
wdata_g	8
wdata_r	8
No activity file was given, so power comes from the tool's default toggle rates.
